### flow/run.sh
#!/bin/bash
# OpenROAD 26Q1-2900-gdf79404cd8, Yosys 0.63+post, stock flow scripts
make -C /OpenROAD-flow-scripts/flow DESIGN_CONFIG=/design/flow/config.mk WORK_HOME=/design/flow/orfs finish
### flow/config.mk
export PLATFORM = sky130hd
export DESIGN_NAME = encoder
export DESIGN_NICKNAME = encoder
export VERILOG_FILES = /design/flow/design.v
export SDC_FILE = /design/flow/constraint.sdc
export NUM_CORES = 4
export LEC_CHECK = 1
export CORE_AREA = 10 10 70 70
export DIE_AREA = 0 0 80 80
### flow/constraint.sdc
current_design encoder

set clk_period 4.8
set clk_io_pct 0.2

create_clock -name clk0 -period $clk_period

set non_clock_inputs [all_inputs -no_clocks]
set_input_delay [expr $clk_period * $clk_io_pct] -clock clk0 $non_clock_inputs
set_output_delay [expr $clk_period * $clk_io_pct] -clock clk0 [all_outputs]
### flow/design.v
module encoder #(parameter N = 8)(
  input [N-1:0] A,
  output reg valid,
  output reg [$clog2(N)-1:0] O);
  integer count;
  reg [$clog2(N)-1:0] temp;
  always @(*)begin
    integer i;
    count = 0;
    valid = 0;
    temp = 0;
    for(i=N-1; i>=0; i--)begin
      if(A[i] == 1'b1)begin
        temp = i;
        count++;
      end
    end
    if (count >1 || count==0)
      valid = 0;
    else if (count ==1)
      valid = 1;
    if (valid)
      O = temp;
    else
      O = 0;
  end
endmodule
==> design notes <==
The flow ran to the end, but the final reports show violations. The checks that failed: negative setup slack. The category of the most critical setup path was primary input to output port. The proportion of total power due to net switching works out to 0.431. For the overall global routing resource usage, the log shows 0.0602.

The highest layer touched by signal routing is met3. The report gives the cell count of the worst hold path as 7. For the final hold slack, the log shows 2660 ps.

The tools report the via count of the first global-routing pass as 809. The relative slew slack was 0.720; the DRC violation total after the first TritonRoute iteration was 40. With the width of the die at 80 um, the xor and xnor fraction of the mapped netlist area is 0.170. With the data required time at the worst endpoint at 3840 ps, the total detailed-routing wirelength is 2150 um.

The minimum setup slack in the final design is -372 ps, and the switching component of the power is 0.138 mW. The design draws 0.320 mW. Per the cell usage report, the commonest logic cell in the layout is buf_4.

Of all cell types, the one taking the most synthesized area is ha_1. The worst setup path is captured at an output port. The flow measured a signed area growth from synthesis to layout of 101%. Per the timing report, the biggest fanout along the worst path comes to 3. For the share of total power in sequential cells, the log shows 0. The first global-routing pass estimated 3380 um of wire. The portion of netlist area occupied by mux cells works out to 0.0438.

After synthesis, the largest family of logic cells by area is simple AND/OR/NAND/NOR gates. At the pin with the least slew margin, the transition time is 418 ps. The sum of negative setup slack was -929 ps. The number of cells produced by synthesis came out at 95. Worst vdd rail ir drop: 177 uV. The post-synthesis instance area was 686 um2; the number of pins with negative max-slew slack in the final report was 0. The number of vias after detailed routing is 835.

Once detail routing completed, the nets flagged for antenna violations numbered 0. Power spread over the standard cell area amounts to 232 mW/mm2. The run gives 0 for the fraction of power consumed by the clock network. The adder and majority gate portion of the synthesized area was 0.164; the worst setup slack before clock tree synthesis was -1520 ps. With the sequential element share of the synthesized area at 0, the footprint of the multi-input gates is 860 um2.

The leakage power was 0.586 nW. The synthesis report lists the most area-consuming cells as ha_1, nand2_1, nor2_1. The post-route report lists met1 wire length as 1220 um.

Per the detail_route log, met3 wirelength is 45 um. After its last routability iteration, the placer logged a weighted congestion of 0.880. Per the detail_route report, vias per standard cell equal 4.44.

The run gives 0.398 for the simple-gate area share of the yosys netlist. The count of inserted antenna diode cells is 0. With the synthesized area per cell at 7.22 um2, the tool warning count is 39.

In this run the full chip footprint comes out at 0.00640 mm2. The data arrival at the endpoint of the critical path was 4210 ps; the number of primary I/O pins was 12. With the number of antenna violations at the first check in global routing at 0, the final-report hold violation count is 0. Entering global routing, the biggest net connects 11 pins.

The floorplan row count came out at 21. By instance count after routing, the leading logic cell types are buf_4, nand2_1, nor2_1. Detail-routed net length per standard cell: 11.4 um.

Counting the fill cells in the layout gives 316. The class of the tightest hold or removal check was primary input to output port. The core region is 0.00342 mm2. The routed layout reports a DRC error count of 0. The tools report the total congestion overflow as 0. The routed design uses 889 um of met2 wire. The share of the clock period used by the worst path is 1.08, and the share of synthesized cell area in and-or and or-and compound cells is 0.161. The run gives 1.000 as the share of power burned in combinational logic. The length of the first detailed-routing pass in iterations is 4, and the number of different library cells in the post-synthesis netlist is 40. Number of buffers inserted by hold repair at cts: 0. Per the run summary, max-cap violations total 0.

Per the layout area report, the register area comes to 0 um2. Port buffering added 12 buffers. Counting I/O delays and the setup requirement, the final critical path takes 5170 ps. The run gives 0.182 mW for the design internal power. STA classifies the critical path startpoint as a primary input. With the post-synthesis chip area from yosys at 686 um2, the clock buffer count in the final layout is 0. The wire-length estimate of the detail-placed layout is 1570 um. The fraction of layout instances using a drive strength above 1 is 0.570. Setup repair after global routing could not meet its margin everywhere. The share of the synthesized area in the top cell type was 0.164; the total number of sequential cells was 0.

The tools report the cell count in the Yosys report as 95. The run gives 3 for the final tally of setup violations. For this run, the top clock speed supported by timing is 193 MHz.

With the floorplan-stage core utilization at 0.201, the total number of yosys warnings is 1. According to the floorplan report, the die height is 80 um.
[critical path: stages]
cell and delay [ps]:
buf_12 100, inv_8 40, ha_4 150, mux2i_2 170
mux2i_2 270, nor2_2 70, ha_1 320, nand2_2 110
o31ai_4 90, ha_4 230, mux2i_2 160, inv_1 100
ha_4 270, nand2_2 60, o21ai_4 90, ha_4 240
nor3b_4 200, o311ai_4 130, a2111oi_2 300, buf_2 150
[metrics by stage]
step           utilization  std cells  cell area [um2]
6_report             0.403        188             1380
5_1_grt              0.403        188             1380
4_1_cts              0.365        185             1250
3_5_place_dp         0.326        177             1110
3_3_place_gp         0.326        177             1110
2_1_floorplan            -         95              741
[metal layers]
layer | track usage | vias up
met5 | 0 | -
met4 | 0 | 0
met3 | 0.00341 | 0
met2 | 0.0899 | 9
met1 | 0.0962 | 379
li1 | - | 447
[final timing paths]
check                 slack (ps)  start   end
worst min-delay path        2660   A[7]  O[2]
worst max-delay path        -370   A[6]  O[0]
[cells in the mapped netlist, types with 3 or more instances]
| library cell | number |
|---|---|
| a21oi_1 | 4 |
| clkbuf_1 | 3 |
| ha_1 | 9 |
| inv_1 | 6 |
| mux2i_1 | 3 |
| nand2_1 | 11 |
| nand2b_1 | 3 |
| nand3_1 | 3 |
| nor2_1 | 9 |
| nor3_1 | 4 |
| nor4b_1 | 3 |
| xnor2_1 | 3 |
| xor2_1 | 3 |
[power by group through the flow]
stage / sequential (mW) / clock, mW / combinational (mW)
4_1_cts: 0 / 0 / 0.261
6_report: 0 / 0 / 0.320
5_1_grt: 0 / 0 / 0.346
[logic make-up (layout without fill, tap and decap cells)]
family	Yosys count	after routing
adders and majority gates	9	9
and+or+nand+nor	48	48
muxes	3	3
buffers and inverters	11	58
AOI/OAI and AO/OA	15	15
xor gates and xnor gates	9	9
[what timing repair did]
item,4_1_cts,5_1_grt
gates resized,51,19
pin swaps,13,12
buffers inserted,8,5
endpoints found under the setup margin,4,4
[area by class of cell]
cell class	count	share of cell area
multi-input combinational	84	0.625
timing repair buffer	52	0.308
tap	46	0.0418
inverter	6	0.0255
No activity file was given, so power comes from the tool's default toggle rates.
