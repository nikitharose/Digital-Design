$ cat design/flow/config.mk
export PLATFORM = sky130hd
export DESIGN_NAME = controller
export DESIGN_NICKNAME = controller
export VERILOG_FILES = /design/flow/design.v
export SDC_FILE = /design/flow/constraint.sdc
export NUM_CORES = 4
export LEC_CHECK = 1
export CORE_AREA = 10 10 70 70
export DIE_AREA = 0 0 80 80
$ cat design/flow/design.v
module controller(
  input [2:0] phase, opcode,
  input zero,
  output reg sel, rd, ld_ir, halt, inc_pc, ld_ac, wr, ld_pc, data_e);
  integer HLT=0, SKZ=1, ADD=2, AND=3, XOR=4, LDA=5, STO=6, JMP=7;
  always @ (*) begin
  sel=0; rd=0; ld_ir=0;halt=0;inc_pc=0;ld_ac=0;wr=0;ld_pc=0;data_e=0;
    case (opcode)
      HLT : begin
        case (phase)
          3'b000 : sel = 1'b1;
          3'b001 : begin
            sel = 1'b1; 
            rd = 1'b1;
          end
          3'b010, 3'b011 : begin
            sel = 1'b1;
            rd = 1'b1;
            ld_ir = 1'b1;
          end
          3'b100 :begin 
            halt = 1'b1;
            sel = 0;
            rd = 0;
            ld_ir = 0;
            inc_pc = 1;
          end
          3'b101, 3'b110, 3'b111 : begin
            sel = 0; 
            rd = 0; 
            ld_ir = 0; 
            halt = 0; 
            inc_pc = 0; 
            ld_ac = 0; 
            wr = 0; 
            ld_pc = 0; 
            data_e = 0;
          end
        endcase
      end
       SKZ : begin
        case (phase)
          3'b000 : sel = 1'b1;
          3'b001 : begin
            sel = 1'b1;
            rd = 1'b1;
          end
          3'b010, 3'b011 : begin
            sel = 1'b1;
            rd = 1'b1;
            ld_ir = 1'b1;
          end
          3'b100 :begin 
            inc_pc = 1'b1;
            sel = 0;
            rd = 0;
            ld_ir = 0;
          end
          3'b101, 3'b111 : begin
            sel = 0; 
            rd = 0; 
            ld_ir = 0; 
            halt = 0; 
            inc_pc = 0; 
            ld_ac = 0; 
            wr = 0; 
            ld_pc = 0; 
            data_e = 0;
          end
          3'b110:
            inc_pc = zero?1:0;
        endcase
       end
        ADD, AND, XOR, LDA : begin
          case(phase)
            3'b000 : sel =1'b1;
            3'b001 : begin
              sel = 1'b1;
              rd = 1'b1;
            end
            3'b010,3'b011 : begin
              sel = 1'b1;
              rd = 1'b1;
              ld_ir = 1'b1;
            end
            3'b100: inc_pc = 1'b1;
            3'b101 : begin
              rd = 1'b1;
            end
            3'b110 : begin
              rd = 1'b1;
            end
            3'b111 : begin
              rd = 1'b1;
              ld_ac = 1'b1;
            end
          endcase
        end
        STO : begin
          case(phase)
            3'b000 : sel =1'b1;
            3'b001 : begin
              sel = 1'b1;
              rd = 1'b1;
            end
            3'b010, 3'b011 : begin
              sel = 1'b1;
              rd = 1'b1;
              ld_ir = 1'b1;
            end
            3'b100 : inc_pc =1;
            3'b110 : data_e =1;
            3'b111 : begin
              data_e = 1;
              wr = 1;
            end
          endcase
        end
        JMP : begin
          case(phase)
            3'b000 : sel =1'b1;
            3'b001 : begin
              sel = 1'b1;
              rd = 1'b1;
            end
            3'b010, 3'b011 : begin
              sel = 1'b1;
              rd = 1'b1;
              ld_ir = 1'b1;
            end
            3'b100 : inc_pc =1;
            3'b110, 3'b111 : ld_pc =1;
          endcase
        end
    endcase
end
endmodule
$ cat design/flow/constraint.sdc
current_design controller

set clk_period 1.2
set clk_io_pct 0.2

create_clock -name clk0 -period $clk_period

set non_clock_inputs [all_inputs -no_clocks]
set_input_delay [expr $clk_period * $clk_io_pct] -clock clk0 $non_clock_inputs
set_output_delay [expr $clk_period * $clk_io_pct] -clock clk0 [all_outputs]
$ cat design/flow/run.sh
#!/bin/bash
# OpenROAD 26Q1-2900-gdf79404cd8, Yosys 0.63+post, stock flow scripts
make -C /OpenROAD-flow-scripts/flow DESIGN_CONFIG=/design/flow/config.mk WORK_HOME=/design/flow/orfs finish
==> flow_summary.json <==
{
  "status": "finished, violations left",
  "failed_checks": "negative setup slack",
  "grt_pass1_wl_mm": 1.048,
  "yosysWarnings": 1,
  "globalRouteTotalUtil_pct": 2.032,
  "setup_viol": 1,
  "finalClockPeriodUsage_pct": 105.4,
  "seq_power_share_pct": 0,
  "yosys-top-cells-area": "nor2_1 20%, nand4bb_1 12%, a21oi_1 11%",
  "antenna_found_initial": 0,
  "syn_to_final_growth_pct": 306.6,
  "rsz0062_at_grt": "yes",
  "ys_cells": 17,
  "cpMaxStageDelayCell": "or4_4",
  "fmax_mhz": 791.0,
  "routed_wl_um": 726,
  "drive_gt1_share_pct": 61.36,
  "seq_cell_count": 0,
  "first_iter_violations": 0,
  "fin_crit_ps": 1264,
  "netlist.area_leader.share_pct": 19.74,
  "cap_violations": 0,
  "seq_area_um2": 0,
  "hpwl_um": 594.6,
  "worstMarginPinSlew_ps": 153.1,
  "ctsHoldBuffers": 0,
  "netlist_instances": 17,
  "dp_cells": 86,
  "power.density_nw_per_um2": 237.7,
  "rows": 21,
  "timing.hold.ws_ps": 711.1,
  "grt_pass1_vias": 232,
  "fillCellCount": 401,
  "start_kind": "input pin",
  "yosys_area_um2": 95.09,
  "gp_congestion": 0.7958,
  "grt_overflow_total": 0,
  "power.switching_w": 0.00003150,
  "chipArea_um2": 6400,
  "cp_data_arrival_time_ps": 1020,
  "vias": 221,
  "via_per_inst": 2.456,
  "fin_cells": 90,
  "post-route-util_pct": 11.32,
  "hold_viol_final": 0,
  "ys_seq_share_pct": 0,
  "antennaDiodeCount": 0,
  "drv_slew": 0,
  "switching_share_pct": 34.28,
  "antenna_left": 0,
  "avgRoutedWirePerCell_um": 8.067,
  "cp_max_fo": 2,
  "layout.cells.most_common": "buf_4",
  "yosysUniqueCellTypes": 11,
  "p_leak_nw": 0.1819,
  "fp_util_pct": 2.784,
  "grt_max_degree": 5,
  "power_frac_comb_pct": 100.0,
  "final_cell_mix": "9 x buf_4, 8 x buf_2, 4 x buf_6, 4 x dlygate4sd2_1, 3 x nor2_1",
  "clkbuf_count": 0,
  "top_area_cell": "nor2_1",
  "die_x_um": 80,
  "first_pass_iters": 1,
  "peakVddDrop_uv": 24.08,
  "max_stage_delay_ps": 520,
  "synth_area_um2": 95.09,
  "p_int_w": 0.00006039,
  "fin_ws_ps": -64.29,
  "drc": 0,
  "slew_headroom_pct": 89.74,
  "hp-class": "input pin to output port",
  "worstSetupEndpointType": "output port",
  "core_area_um2": 3416,
  "dieHeight_um": 80,
  "setup_tns_ps": -64.29,
  "path_cells": "buf_6 > or4_4 > nor2_2 > buf_2",
  "path_class": "input pin to output port",
  "port_buffers": 16,
  "clock_power_share_pct": 0,
  "required_ps": 960,
  "avgSynthCellArea_um2": 5.594,
  "openroad.warnings": 34,
  "design.portCount": 16
}
==> layer usage <==
metal  wire length, µm  up-vias  GRT usage, %
li1                  -      113             -
met1               343       93         2.637
met2               201       15         2.488
met3               181        0         1.932
met4                 0        0             0
met5                 0        -             0
==> cell usage after synthesis <==
library cell  count
nand4bb_1         1
nand3_1           1
nand2b_1          1
xnor2_1           1
a21oi_1           2
nor3b_1           1
or4_1             1
nand4_1           1
inv_1             2
nor2_1            5
nor2b_1           1
==> path summary, 6_finish.rpt <==
path,cells past startpoint,endpoint,start
max,4,halt,opcode[0]
min,3,inc_pc,phase[1]
==> kinds of logic after synthesis <==
kind of cell | Yosys count | share of synthesized area [%]
buf+inv | 2 | 7.898
simple gates | 12 | 72.38
xor+xnor | 1 | 9.212
compound gates | 2 | 10.53
==> final cells by class <==
cell class | instances | area (µm²) | area share (%)
inverters | 2 | 7.507 | 1.942
multi-input cells | 15 | 108.9 | 28.16
well taps | 46 | 57.56 | 14.89
repair buffers | 27 | 212.7 | 55.02
==> power by group through the flow <==
stage	combinational [W]	clock [W]	sequential (W)
after CTS	0.0000895	0	0
after global routing	0.000101	0	0
final	0.0000919	0	0
==> repair_timing <==
action,CTS,global route
buffers inserted,5,0
pin swaps,9,2
gates resized,53,4
endpoints found under the setup margin,9,3
==> critical path, delay by kind of cell <==
kind	cells	cell delay (ps)
AND/OR/NAND/NOR	2	600
buffers and inverters	2	180
==> stage by stage <==
stage / total power [W] / worst slack (ps) / instance area, µm²
after global routing: 0.0001013 / -105.4 / 386.6
final: 0.00009189 / -64.29 / 386.6
after CTS: 0.00008949 / -97.09 / 375.4
after global placement: 0.00008700 / -815.8 / 365.4
after floorplan: 0.00001393 / 164.6 / 95.09
after detailed placement: 0.00008747 / -836.0 / 365.4
Power is estimated from default activity; no workload was simulated.
