===== run.sh =====
#!/bin/bash
# OpenROAD 26Q1-2900-gdf79404cd8, Yosys 0.63+post, stock flow scripts
make -C /OpenROAD-flow-scripts/flow DESIGN_CONFIG=/design/flow/config.mk WORK_HOME=/design/flow/orfs finish

===== config.mk =====
export PLATFORM = sky130hd
export DESIGN_NAME = alu
export DESIGN_NICKNAME = alu
export VERILOG_FILES = /design/flow/design.v
export SDC_FILE = /design/flow/constraint.sdc
export NUM_CORES = 4
export LEC_CHECK = 1
export CORE_AREA = 10 10 81 81
export DIE_AREA = 0 0 91 91

===== constraint.sdc =====
current_design alu

set clk_period 5.8
set clk_io_pct 0.2

create_clock -name clk0 -period $clk_period

set non_clock_inputs [all_inputs -no_clocks]
set_input_delay [expr $clk_period * $clk_io_pct] -clock clk0 $non_clock_inputs
set_output_delay [expr $clk_period * $clk_io_pct] -clock clk0 [all_outputs]

===== design.v =====
module alu #(parameter WIDTH = 8)(
  input [WIDTH-1 : 0] in_a, in_b,
  input [$clog2(WIDTH) - 1 : 0] opcode,
  output reg [WIDTH -1 : 0] alu_out,
  output reg a_is_zero);
  always @ (*) begin
    if(in_a == 1'b0)
      a_is_zero = 1'b1;
    else
      a_is_zero = 1'b0;
    case(opcode)
      3'b000 : alu_out = in_a;
      3'b001 : alu_out = in_a;
      3'b010 : alu_out = in_a + in_b;
      3'b011 : alu_out = in_a & in_b;
      3'b100 : alu_out = in_a ^ in_b;
      3'b101 : alu_out = in_b;
      3'b110 : alu_out = in_a;
      3'b111 : alu_out = in_a;
      default : alu_out = {WIDTH{1'bz}};
      endcase
    end
endmodule

==> Changelog: implementation <==
### Implementation results

- Fraction of the mapped netlist area in adder cells: 14.5%
- Final tally of max-slew violations: 0
- Max-cap violation count: 0
- Final routed DRC violation total: 0
- Fin crit share: 79.8%
- Total power density per cell area: 79.3 mW/mm^2
- Slew @ Worst Pin: 0.577 ns
- Post-Route Hold Slack: 3.42 ns
- Post-synthesis cell count: 112
- Wire length of the first global-routing pass: 4.33 mm
- Delay of the slowest critical-path stage: 0.47 ns
- Critical path class: in2out
- Cell area after layout: 0.00116 sq mm
- DIE HEIGHT: 91 um
- Setup repair after global routing missed its margin: no
- Largest family of logic cells by area: AND-OR/OR-AND gates
- Detailed-router iteration count before antenna repair: 4
- Standard-cell rows: 25
- # diodes: 0
- Final Hold Violation Tally: 0
- Critical path capture point type: primary output
- Hpwl dp: 2.04 mm
- Cell count in the Yosys report: 112
- Last element of the critical path: alu_out[6]
- Largest fanout on the critical path: 4
- Standard cell with the maximum stage delay on the critical path: sky130_fd_sc_hd__clkdlybuf4s50_1
- HP Start: in_b[0]
- WP data arrival: 3.47 ns
- Max VDD drop: 0.0000261 V
- Critical path data required time: 4.64 ns
- Most common cell on crit path: sky130_fd_sc_hd__clkdlybuf4s50_1
- Simple-gate area share of the yosys netlist: 29.1%
- Min Tclk post-route: 4.63 ns
- Stage-log warning count: 32
- Start point of the critical path: in_a[0]
- Vias/cell: 4.53
- XORs/XNORs by Area: 2.11%
- Sequential standard cell area: 0 sq um
- And-or/or-and share of the synthesized area: 35.0%
- Placer's final routability congestion estimate: 0.799
- I/O Buffers: 28
- Antenna violations before repair: 0
- Maximum number of pins on one net before global-route repair: 36
- Highest clock rate: 216 MHz
- Quantity of gates resized following cts: 0
- Placed cell areas: 0.00116 sq mm
- Synthesis Warnings: 2
- Seq share, synth: 0%
- Number of vias in the routed layout: 915
- Mux cell area share: 12.2%
- DRT iter0 DRCs: 69
- Chip area from the yosys synthesis statistics: 830 sq um
- Final setup margin: 1.17 ns
- Post-synthesis average cell area: 7.41 sq um
- Run status: finished clean
- Normalized max-slew margin: 60.6%
- Wirelength, routed: 2.57 mm
- Mean routed wirelength per cell: 12.7 um
- Classification of the worst-slack hold path: in2out
- Global-route usage over all layers: 5.98%
- Cell leakage power: 0.000442 uW
- Buffers and inverters on the worst path: 2
- Hold Buf Count CTS: 0
- Number of global-route vias before repair: 832
- Relative area change from synthesis to final layout: 40.0%
- Sequential cell count: 0
- Initial core utilization: 17.2%
- Cell-by-cell trace of the critical path: clkdlybuf4s50_1 -> ha_1 -> fa_1 -> a211oi_1 -> o21bai_1 -> mux2i_1 -> nand2_1 -> clkdlybuf4s50_1
- Critical Path Source Type: input pin
- Total Die Area: 0.00828 sq mm
- Area of the core region: 0.00482 sq mm
- Final setup vio count: 0
- ANT nets after route: 0
- Place WS: 1.19 ns
- Critical Path Stages: 8
- X dimension of the die: 91 um
- Grt total ovfl: 0
- Count of pins on the block boundary: 28
- Tally of clock buffers in the finished layout: 0
- Post-CTS Setup Inserts: 0
- Distinct cell type count of the synthesized netlist: 36
- Cell class contributing the biggest share of worst-path delay: buffers and inverters
- Fraction of final layout cells with drive strength greater than 1: 3.70%
- Post-Syn Area: 830 sq um
- Post-route setup TNS: 0 ns
tightest hold or removal path, stage by stage:
cell,delay (ns)
sky130_fd_sc_hd__clkdlybuf4s50_1,0.43
sky130_fd_sc_hd__nand2_1,0.08
sky130_fd_sc_hd__o211ai_1,0.07
sky130_fd_sc_hd__o21ai_1,0.07
sky130_fd_sc_hd__nand2_1,0.05
sky130_fd_sc_hd__clkdlybuf4s50_1,0.40
through the flow:
step | util [%] | cells | total power, uW
2_1_floorplan | - | 112 | 53.4
3_3_place_gp | 24.1 | 202 | 93.0
3_5_place_dp | 24.1 | 202 | 92.3
4_1_cts | 24.1 | 202 | 92.9
5_1_grt | 24.1 | 202 | 104
6_report | 24.1 | 202 | 92.0
synthesized netlist by cell type, drive strengths merged (2+ instances only):
library cell,number,area [sq um]
a211oi,6,45.0
a21o,2,15.0
a21oi,6,30.0
a311o,2,20.0
a311oi,2,17.5
buf,5,43.8
clkbuf,3,11.3
ha,8,100
mux2i,9,90.1
nand2,15,56.3
nand2b,3,18.8
nand3,4,20.0
nor2,2,7.51
nor2b,3,18.8
nor3b,7,52.6
nor4b,2,30.0
o211a,3,30.0
o211ai,3,22.5
o21ai,9,45.0
o22ai,2,12.5
or4,2,15.0
xor2,2,17.5
metal layers:
| metal | GRT usage [%] | share of wire (%) | wire, um |
|---|---|---|---|
| met1 | 9.24 | 52 | 1340 |
| met2 | 8.65 | 40 | 1030 |
| met3 | 1.41 | 7.5 | 192 |
| met4 | 0 | 0 | 0 |
| met5 | 0 | 0 | 0 |
cells by family (layout without fill, tap and decap cells):
| logic type | count (synthesis) | in the layout |
|---|---|---|
| buf+inv | 9 | 32 |
| simple gates | 41 | 41 |
| xor+xnor | 2 | 2 |
| fa+ha+maj | 9 | 9 |
| mux | 10 | 10 |
| compound gates | 41 | 41 |
final cells by class:
| class | count | area [sq um] |
|---|---|---|
| Tap cell | 67 | 83.8 |
| Inverter | 1 | 3.75 |
| Fill cell | 539 | 3660 |
| Multi-Input combinational cell | 103 | 771 |
| Timing Repair Buffer | 31 | 303 |
power by group:
group,internal (uW),total (uW),switching (uW)
clock,0,0,0
sequential,0,0,0
combinational,50.6,92.0,41.4
worst min-delay path by stage:
stage / endpoint / slack, ns / cells after the start
CTS: alu_out[0] / 3.43 / 6
finish: alu_out[0] / 3.42 / 6
global route: a_is_zero / 3.47 / 4
layout by cell type, fill, tap and decap left out, types with 3 or more instances in the layout:
| master | netlist | routed |
|---|---|---|
| sky130_fd_sc_hd__mux2i_1 | 9 | 9 |
| sky130_fd_sc_hd__a21oi_1 | 6 | 6 |
| sky130_fd_sc_hd__a211oi_1 | 6 | 6 |
| sky130_fd_sc_hd__o21ai_0 | 6 | 6 |
| sky130_fd_sc_hd__buf_4 | 0 | 3 |
| sky130_fd_sc_hd__ha_1 | 8 | 8 |
| sky130_fd_sc_hd__nor2b_1 | 3 | 3 |
| sky130_fd_sc_hd__o211ai_1 | 3 | 3 |
| sky130_fd_sc_hd__nor3b_1 | 7 | 7 |
| sky130_fd_sc_hd__nand2b_1 | 3 | 3 |
| sky130_fd_sc_hd__nand3_1 | 4 | 4 |
| sky130_fd_sc_hd__o21ai_1 | 3 | 3 |
| sky130_fd_sc_hd__o211a_1 | 3 | 3 |
| sky130_fd_sc_hd__clkdlybuf4s50_1 | 0 | 28 |
| sky130_fd_sc_hd__nand2_1 | 15 | 15 |
Power is estimated from default activity; no workload was simulated.
